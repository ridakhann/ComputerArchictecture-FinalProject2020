==> /design/flow/run.sh <==
#!/bin/bash
# OpenROAD 26Q1-2900-gdf79404cd8, Yosys 0.63+post, stock flow scripts
make -C /OpenROAD-flow-scripts/flow DESIGN_CONFIG=/design/flow/config.mk WORK_HOME=/design/flow/orfs finish
==> /design/flow/config.mk <==
export PLATFORM = sky130hd
export DESIGN_NAME = ALU_64_bit
export DESIGN_NICKNAME = ALU_64_bit
export VERILOG_FILES = /design/flow/design.v
export SDC_FILE = /design/flow/constraint.sdc
export NUM_CORES = 4
export LEC_CHECK = 1
export CORE_AREA = 10 10 85 85
export DIE_AREA = 0 0 95 95
==> /design/flow/constraint.sdc <==
current_design ALU_64_bit

set clk_period 1.6
set clk_io_pct 0.2

create_clock -name clk0 -period $clk_period

set non_clock_inputs [all_inputs -no_clocks]
set_input_delay [expr $clk_period * $clk_io_pct] -clock clk0 $non_clock_inputs
set_output_delay [expr $clk_period * $clk_io_pct] -clock clk0 [all_outputs]
==> /design/flow/design.v <==
module ALU_64_bit(
        input [63:0] a,b,
        input carryin,
        input [3:0] ALUop,
        output [63:0] result,
        output carryout 
);
wire abar = ~a;
wire bbar = ~b;
wire mux1out,mux2out;
assign mux1out = ALUop[3] ? abar : a;
assign mux2out = ALUop[2] ? bbar : b;
wire and_result, or_result, add_result;
assign and_result = mux1out & mux2out;
assign or_result = mux1out | mux2out;
assign add_result = carryin + mux1out + mux2out;
assign carryout = (a&carryin) + (b&carryin) + (a&b);
reg temp_result; 
assign result = temp_result;
always @(*)
begin
  if (ALUop[1:0] == 2'b00)
    temp_result = and_result;
  else if (ALUop[1:0] == 2'b01)
    temp_result = or_result;
  else
    temp_result = add_result;
end 
endmodule 
==> metrics.cfg <==
[outcome]
status = finished clean

[logic_synthesis]
avgSynthCellArea_um2 = 7.47
ys_warn_count = 1
synth.most_common_cell = buf_4
synth.top_cell.area_share_pct = 85.7
synthesis.area_um2 = 561
yosys-top-cells-count = buf_4, nor2_1, xnor2_1
ys_cells = 75
ys_chip_area_um2 = 561
synthCells = 75
netlist-cell-type-count = 10
area_leaders = buf_4, xnor2_1, maj3_1
yosys.area.top_type = buf_4
yosysSeqAreaShare_pct = 0

[route]
wire_per_inst_um = 8.01
firstDrtPassIters = 1
via_per_inst = 2.04
ant_nets = 0
vias = 320
drcViolationCount = 0
wl_um = 1260
drt_iter0_drc = 0
diodes = 0

[run]
warning_count = 159
drv_cap = 0

[grt]
grt_overflow = 0
first_global_vias = 427
gr-usage-all-layers_pct = 2.00
grt_pass1_wl_um = 1570
antenna_found_initial = 0
grt_max_degree = 5

[power_and_ir_drop]
power.density_nw_per_um2 = 169
leakagePower_nw = 0.321
vdd_drop_max_mv = 0.0373

[final_layout]
final-comb-area_um2 = 367
clockBufferCount = 0
flop-count = 0
fillers = 629
drive_gt1_share_pct = 16.5
stdcell_count = 157
final_cell_area_um2 = 562
area_delta_synth_final_pct = 0.223
seq_area_um2 = 0

[floorplanning]
fp.dieW_um = 95
ios = 198
die_h_um = 95
fp.coreArea_um2 = 5470
initCoreUtil_pct = 10.2
rows = 27
dieArea_um2 = 9030

[setup_path]
critPathArrivalTime_ns = 1.24
worstPathRequired_ns = 1.28
critPathLaunchType = input port
cp_max_fo = 4
crit_type = in2out
endpoint_kind = output pin

[timing]
hold_viol_final = 0
finalSetupViolCount = 0
slew_violations = 0
period_used_pct = 97.4
clock.fmax_mhz = 642
hold_ws_ns = 1.10
finalCriticalPeriod_ns = 1.56

[placement]
placed_area_um2 = 500
portBuffers = 9
hpwl_um = 1140
routabilityCongestion = 0.638
dp_cells = 155

[min_path]
hold_path.class = in2out

[clocking]
cts_hold_buf = 0

[layout by cell type (no fill, tap or decap)]
cell	instances
conb_1	63
nor2_4	1
a21o_1	1
maj3_1	1
xnor2_4	2
dlymetal6s2s_1	1
and2_4	1
a221oi_2	1
buf_6	3
buf_4	3
a22oi_1	1
dlygate4sd2_1	3
a22o_1	1
nor2_2	1
buf_2	2
[layout make-up]
class / instances / share of cell area [%]
Multi-Input combinational cell: 73 / 65.3
Timing Repair Buffer: 12 / 18.7
Tap cell: 72 / 16.0
[critical path: stages]
cell and delay [ns]:
dlygate4sd2_1 0.31, nor2_2 0.08, a221oi_2 0.27, a22o_1 0.17, buf_2 0.09
[power by group]
group / internal (W) / leakage (nW) / switching (W)
Clock: 0 / 0 / 0
Combinational: 0.0000535 / 0.321 / 0.0000415
Sequential: 0 / 0 / 0
[kinds of logic after synthesis]
logic type,count (synthesis),share of synthesized area (%)
and+or+nand+nor,3,2.90
xor gates and xnor gates,2,3.13
adders and majority gates,1,1.79
other,1,0.669
buffers and inverters,64,85.7
AOI/OAI and AO/OA,4,5.81
[layer usage]
layer  track usage, %  vias up  share of wire (%)
met5                0        -                  0
met2             2.52       63                 29
li1                 -      126                  -
met1             2.92      131                 48
met4                0        0                  0
met3             1.28        0                 23
[per-stage QoR]
stage / power [W] / utilization [%] / TNS, ns / worst slack (ns)
floorplan: 0.000140 / - / 0 / 0.196
global placement: 0.0000777 / 9.14 / -1.13 / -0.740
detailed placement: 0.0000767 / 9.14 / -1.14 / -0.745
CTS: 0.0000806 / 9.63 / -0.0931 / -0.0931
global route: 0.000113 / 10.3 / -0.0274 / -0.0274
finish: 0.0000951 / 10.3 / 0 / 0.0419
[path summary, 6_finish.rpt]
check | start | endpoint | slack, ns | cells after the start
worst min-delay path | b[0] | carryout | 1.10 | 3
worst max-delay path | ALUop[1] | result[0] | 0.04 | 5
[timing repair]
action                     CTS  global route
setup endpoints to repair    2             2
pin swaps                    5             5
setup buffers                2             1
resized                     20            19
Power and IR drop assume default switching activity.
