==> /design/flow/design.v <==
module registerFile(
input [63:0] WriteData,
input [4:0]RS1,RS2, RD,
input RegWrite, clk, reset,
output reg[63:0]ReadData1, ReadData2
);
reg [63:0] Registers [31:0];
integer seed, i,j;
initial begin
for (i=0; i<32; i=i+1)
begin
j=i;
Registers[i]<= j;
end
end
always @(*)
begin
if (reset)
begin
  for (i=0; i<32; i=i+1) Registers[i] <= i;
  ReadData1 <= Registers[RS1];
	ReadData2 <= Registers[RS2]; 
end
else if (RegWrite == 0)
begin 
				ReadData1 <= Registers[RS1];
				ReadData2 <= Registers[RS2];
end
else if (RegWrite == 1)
begin 
				ReadData1 <= Registers[RS1];
				ReadData2 <= Registers[RS2];
				Registers[RD] <= WriteData;
end
end
endmodule
==> /design/flow/run.sh <==
#!/bin/bash
# OpenROAD 26Q1-2900-gdf79404cd8, Yosys 0.63+post, stock flow scripts
make -C /OpenROAD-flow-scripts/flow DESIGN_CONFIG=/design/flow/config.mk WORK_HOME=/design/flow/orfs finish
==> /design/flow/config.mk <==
export PLATFORM = sky130hd
export DESIGN_NAME = registerFile
export DESIGN_NICKNAME = registerFile
export VERILOG_FILES = /design/flow/design.v
export SDC_FILE = /design/flow/constraint.sdc
export NUM_CORES = 4
export LEC_CHECK = 1
export CORE_UTILIZATION = 40
==> /design/flow/constraint.sdc <==
current_design registerFile

set clk_period 32.3
set clk_io_pct 0.2

create_clock -name clk0 -period $clk_period

set non_clock_inputs [all_inputs -no_clocks]
set_input_delay [expr $clk_period * $clk_io_pct] -clock clk0 $non_clock_inputs
set_output_delay [expr $clk_period * $clk_io_pct] -clock clk0 [all_outputs]
==> run summary <==
Implementation results are summarized by area below.

Status
The flow ran to the end, and the final reports show no timing, DRC or antenna violations.

Pwr
The power consumption is 670 µW. The leakage dissipation is 26.9 nW. The power density over the cells is 10.7 mW/mm².

The internal power is 300 µW. The switching portion of total power is 0.553. The worst ir drop on vdd is 0.0000122 V. The switching power total is 371 µW.

STA
Across all hold checks on the routed design, the worst slack comes to 14.17 ns. The number of unconstrained endpoints is 2048. The number of register pins that no clock reaches is 2048. The maximum achievable frequency is 0.0542 GHz. The final timing report lists a max-slew violation count of 0. Looking at the max-slew report, the worst-margin pin has a slew of 1.14 ns.

The critical path in the final layout is reported with a setup slack of 13.84 ns. Setup repair after global routing left no endpoint under its margin. Per the final timing report, the hold violations number 0.

The final report lists the setup-violating endpoint count as 0. Setup total negative slack on the finished layout was measured at 0 ns. Dividing the final minimum period by the clock period gives 0.572.

Across all checked pins, the minimum headroom to the slew limit is 0.242. The final critical-path required period is 18.46 ns.

Drt
The overall routed net length is 371 mm. The post-detailed-route DRC marker count is 0. Detailed-route iteration 0 reported a violation count of 9847. The script logs the mean routed wire length per placed instance as 45.2 µm. For this run, the detailed router reports a per-instance via density of 7.85. The number of vias in the routed layout is 64.5k. Once detail routing completed, the nets flagged for antenna violations numbered 0. The first detailed-routing pass took 14 iterations.

Layout
The fraction of layout cells with a size suffix above 1 is 0.0855. The register bank with the most flops is Registers. Once layout is complete, the utilization of the core stands at 0.447. After the flow finishes, the layout carries non-filler instances totaling 8211.

The register with the most flip-flops in the layout has 2048 of them. The area taken by flip-flops and latches is 0.0307 mm². The finished cells cover 0.0625 mm². Fill cells in the final layout number 13.5k. In this run the layout overhead on the synthesized area is reported as 10.4%.

The largest registers in the layout are Registers (2048). The multi-input combinational cells in the finished layout cover a total of 0.0245 mm².

Place
The cell area after placement is 0.0624 mm². The placer's final routability congestion estimate is 1.07. The worst setup timing slack at the placement stage is 14.32 ns. As logged by OpenROAD, the buffers inserted on ports number 209. The sum of net half-perimeters after detailed placement is 208 mm. The instance count after placement with tap cells included is 8158.

Synthesis
The mean post-synth cell area is 9.13 µm². Per the Yosys statistics, synthesis produced 6196 cells. The stat command in Yosys gives a chip area of 0.0566 mm². Sorting the synthesis cell report by count puts at the top dlxtn_1. The top cell type's share of synthesized area is 0.543.

For reference, the top cells by area after synthesis are dlxtn_1 (54%), a22oi_1 (22%), nand2_1 (3.3%), buf_2 (2.4%), nand4_1 (2.2%). The synthesized instance count is 6196. Yosys reported that registers with async set or reset make up 0. Summing every instance area after synthesis gives 0.0566 mm². Per the synth stats, the flop cell with the highest instance count is dlxtn_1.

The distinct cell type count after synthesis is 62. The number of enable-type register cells in the synthesized netlist is 0. The biggest area contributor in the post-synthesis netlist is dlxtn_1. The number of register bits inferred by synthesis is 2048. The yosys synthesis warning count is 2.

Sorting the synthesized cells by how often they occur yields dlxtn_1 (2048), a22oi_1 (1675), nand2_1 (493), buf_2 (276), nor2_1 (242).

Die
From bottom edge to top edge, the die measures 378 µm. The die is 378 µm wide. In this run the standard cell core region covers 0.140 mm². The top-level I/O count is 210. The die covers 0.143 mm². For this configuration, the core starts out at a cell density of 0.405.

After floorplanning, the core was divided into 137 placement rows.

Setup path
The dominant cell type by count on the critical path is buf_4. In the setup report, the worst path falls into the class in -> out. Per STA, the worst path is made up of buf_2 -> buf_4 -> or3b_1 -> nor2_4 -> buf_4 -> buf_4 -> a22oi_1 -> nand4_1 -> nor2_1 -> a21oi_1 -> clkdlybuf4s50_1.

The longest incremental delay of any stage on the critical path is reported as 0.79 ns. The critical path maximum fanout is 27. The startpoint kind of the worst setup timing path is an input port. The worst endpoint required time is 25.84 ns. Among all stages on the critical path, the largest delay is contributed by nor2_4.

The arrival time of data at the worst endpoint is listed as 12.00 ns. The worst setup path is captured at an output pin.

Global routing
The first global-routing pass estimated 497 mm of wire. The overall overflow remaining after global route is 0. The initial antenna violation count was 38. The number of global-route vias before repair was 60.9k. Entering global routing, the biggest net connects 65 pins. The global router's overall resource usage is 0.527.

Flow run
Across all stage logs, warnings added up to 33. The number of max-capacitance violations reported is 0.

Hold path
STA reports the tightest min-delay check as being of type in -> out.

CTS
Hold repair after CTS inserted 0 buffers. The report lists the number of cells resized after CTS as 0. The post-CTS setup buffer count is 0.
## final cells by class
type	instances	share of cell area
Antenna cell	53	0.00212
Inverter	5	0.000300
Multi-Input combinational cell	3671	0.392
Sequential cell	2048	0.492
Tap cell	1876	0.0376
Timing Repair Buffer	558	0.0761
## cell families (layout without fill, tap and decap cells)
family,Yosys count,count (layout),share of synthesized area
buffers and inverters,477,563,0.0386
AND-OR/OR-AND,2181,2181,0.283
AND/OR/NAND/NOR,1424,1424,0.122
other,0,53,0
multiplexers,66,66,0.0125
latches,2048,2048,0.543
## worst max-delay path: cells and delay by family
family / cells / cell delay (ns)
AOI/OAI and AO/OA: 2 / 0.78
buffers and inverters: 5 / 3.02
and+or+nand+nor: 4 / 1.59
## final timing paths
kind / cells past startpoint / endpoint / startpoint / slack (ns)
worst max-delay path: 11 / ReadData1[11] / RS1[2] / 13.84
worst min-delay path: 4 / ReadData2[17] / RS2[2] / 14.17
## cell usage in the layout, fill, tap and decap left out, types with 39 or more instances in the layout
cell type,instances
nand4_1,197
nor3_1,140
nor2_1,214
a22o_1,57
nand2_1,492
dlxtn_1,2048
a21oi_1,187
clkdlybuf4s50_1,200
nor4_1,72
o21ai_0,39
nor2b_2,46
buf_4,344
diode_2,53
nand3_1,70
nor2_4,59
mux2i_1,47
a22oi_1,1675
## routing by layer
metal	global-route usage	up-vias	part of all wire
met3	0.409	2798	0.20
met2	0.660	7750	0.37
met1	0.593	30068	0.32
met4	0.384	52	0.10
li1	-	23801	-
met5	0.0587	-	0.0031
Power figures rest on the tool's default switching activity, not on a simulated workload.
