<file path="flow/design.v">
module adder(
input [63:0] A,
input [63:0] B,
output [63:0] C
);
assign C = A + B;
endmodule
module instruction_fetch(
input reset, clk,
output wire[31:0] instruction
);
wire [63:0] PC_out, out;
adder add(.A(PC_out), .B(64'd4), .C(out));
program_counter pc(.clk(clk), .reset(reset),.PC_in(out), .PC_out(PC_out));
Instruction_memory im(.Instruction_address(PC_out), .Instruction(instruction));
endmodule
module Instruction_memory(
input [63:0] Instruction_address,
output reg[31:0] Instruction
 );
reg [7:0] memory [63:0];
initial begin
  memory[0] <= 8'b10110011;
  memory[1] <= 8'b00001011;
  memory[2] <= 8'b01100000;
  memory[3] <= 8'b00000001;
  memory[4] <= 8'b00110011;
  memory[5] <= 8'b00000110;
  memory[6] <= 8'b10100001;
  memory[7] <= 8'b00000000; 
  memory[8] <= 8'b10000011;
  memory[9] <= 8'b00110111;
  memory[10] <= 8'b00000110;
  memory[11] <= 8'b00000000;
  memory[12] <= 8'b10010011;
  memory[13] <= 8'b10000001;
  memory[14] <= 8'b10001011;
  memory[15] <= 8'b00000000;
  memory[16] <= 8'b10110011;
  memory[17] <= 8'b10000110;
  memory[18] <= 8'b10100001;
  memory[19] <= 8'b00000000;
  memory[20] <= 8'b00000011;
  memory[21] <= 8'b10111000;
  memory[22] <= 8'b00000110;
  memory[23] <= 8'b00000000;
  memory[24] <= 8'b01100011;
  memory[25] <= 8'b01000100;
  memory[26] <= 8'b11111000;
  memory[27] <= 8'b00000001;
  memory[28] <= 8'b01100011;
  memory[29] <= 8'b00001000;
  memory[30] <= 8'b00000000;
  memory[31] <= 8'b00000000;
  memory[32] <= 8'b10110011;
  memory[33] <= 8'b00000010;
  memory[34] <= 8'b11110000;
  memory[35] <= 8'b00000000;
  memory[36] <= 8'b00100011;
  memory[37] <= 8'b00110000;
  memory[38] <= 8'b00000110;
  memory[39] <= 8'b00000001;
  memory[40] <= 8'b00100011;
  memory[41] <= 8'b10110000;
  memory[42] <= 8'b01010110;
  memory[43] <= 8'b00000000;
 memory[44] <= 8'b10010011;
  memory[45] <= 8'b10001011;
  memory[46] <= 8'b00011011;
  memory[47] <= 8'b00000000;
  memory[48] <= 8'b11100011;
  memory[49] <= 8'b10011010;
  memory[50] <= 8'b10111011;
  memory[51] <= 8'b11111100;
  memory[52] <= 8'b00010011;
  memory[53] <= 8'b00001011;
  memory[54] <= 8'b00011011;
  memory[55] <= 8'b00000000;
  memory[56] <= 8'b00010011;
  memory[57] <= 8'b00000001;
  memory[58] <= 8'b01000001;
  memory[59] <= 8'b00000000;
  memory[60] <= 8'b11100011;
  memory[61] <= 8'b00010010;
  memory[62] <= 8'b10111011;
  memory[63] <= 8'b11111100;
end
always @(*)
	begin
		Instruction = {memory[Instruction_address[3:0] + 3], memory[Instruction_address[3:0] + 2], memory[Instruction_address[3:0] + 1], memory[Instruction_address[3:0]]};
	end
endmodule
module program_counter(
input [63:0] PC_in,
input clk, reset,
output reg[63:0] PC_out
);
always @(posedge clk or posedge reset)
begin
if (reset)
begin
PC_out = 0;
end
else
begin
PC_out =PC_in;
end
end
endmodule
</file>
<file path="flow/config.mk">
export PLATFORM = sky130hd
export DESIGN_NAME = instruction_fetch
export DESIGN_NICKNAME = instruction_fetch
export VERILOG_FILES = /design/flow/design.v
export SDC_FILE = /design/flow/constraint.sdc
export NUM_CORES = 4
export LEC_CHECK = 1
export CORE_AREA = 10 10 70 70
export DIE_AREA = 0 0 80 80
</file>
<file path="flow/run.sh">
#!/bin/bash
# OpenROAD 26Q1-2900-gdf79404cd8, Yosys 0.63+post, stock flow scripts
make -C /OpenROAD-flow-scripts/flow DESIGN_CONFIG=/design/flow/config.mk WORK_HOME=/design/flow/orfs finish
</file>
<file path="flow/constraint.sdc">
current_design instruction_fetch

set clk_period 1.0
set clk_io_pct 0.2

create_clock -name clk0 -period $clk_period [get_ports {clk}]

set non_clock_inputs [all_inputs -no_clocks]
set_input_delay [expr $clk_period * $clk_io_pct] -clock clk0 $non_clock_inputs
set_output_delay [expr $clk_period * $clk_io_pct] -clock clk0 [all_outputs]
</file>
==> impl_metrics.tcl <==
# metrics dict for downstream scripts
set metrics [dict create \
    status "complete, but fails checks" \
    violations "setup timing" \
    required_ns 0.80 \
    finalCriticalPeriod_ns 1.334 \
    clk_path_buf_depth 2 \
    pre_cts_ws_ns -0.4319 \
    die-width_um 80 \
    cp.arrival_ns 1.13 \
    first_pass_iters 2 \
    finalWeightedCongestion 0.7246 \
    place_inst 95 \
    max_freq_mhz 749.7 \
    ys_types 5 \
    setup_viol 18 \
    slew_violations 0 \
    top_cell_area_share_pct 52.67 \
    rows 21 \
    fp_util_pct 9.597 \
    chipArea_um2 6400 \
    leakagePower_nw 0.3087 \
    largest_reg_flops 2 \
    log.warning_count 33 \
    placed_cell_area_um2 475.5 \
    io_pins 34 \
    track_usage_pct 2.428 \
    grt_overflow 0 \
    routed_wl_um 903 \
    cp_max_fo 4 \
    drt-initial-drc-count 3 \
    yosysMostFrequentCell "buf_4" \
    ctsRootBufferMaster "clkbuf_4" \
    finalHoldViolations 0 \
    final_cell_area_um2 660.6 \
    seq_area_frac_synth_pct 15.27 \
    finalClockPeriodUsage_pct 133.4 \
    vias_per_cell 2.431 \
    ir_drop_v 0.0001388 \
    syn_to_final_growth_pct 101.5 \
    antenna_found_initial 0 \
    netlist_area_um2 327.8 \
    r2r-start "pc.PC_out[2]" \
    wl_per_cell_um 8.284 \
    drive_gt1_share_pct 71.43 \
    ys_area_um2 327.8 \
    holdBufCountCts 0 \
    syn_area_per_cell_um2 8.405 \
    io_buffers 19 \
    grt_max_degree 6 \
    cts_buffers 3 \
    crit_path_end_kind "output port" \
    crit_start "pc.PC_out[2]" \
    grt_pass1_vias 328 \
    drc_errors 0 \
    via_count 265 \
    rsz0062_at_grt "yes" \
    skew_ns 0.001218 \
    synthCells 39 \
    cts_max_level 1 \
    ys_cells 39 \
    cts_tree "built" \
    area_leaders "buf_4 (53%), ha_1 (23%), dfrtp_1 (15%), inv_1 (6.9%), conb_1 (2.3%)" \
    flop_cell "dfrtp_1" \
    dp_hpwl_um 710.2 \
    ant_nets 0 \
    edf_count 0 \
    tns_ns -4.154 \
    hold_path.class "primary input to async pin" \
    start_kind "flop" \
    synthTopCellsByCount "buf_4 (23), ha_1 (6), inv_1 (6)" \
    async_flop_share_pct 100.0 \
    die-height_um 80 \
    clock_sinks 2 \
    ys_ff 2 \
    fin_ws_ns -0.3339 \
    cts.reportedPaths.clkPinSlew_ns 0.03 \
    clock_latency_ns 0.22 \
    core_um2 3416 \
    n_antenna_cell 0 \
    grt_first_pass_wirelength_um 1331 \
    maxCapViolations 0 \
    yosys.area.top_type "buf_4" \
    instances_no_fill 109 \
    powerDensity_nw_per_um2 390.6 \
    critPathKind "flop to output port" \
    ys_warn_count 2 \
]
==> worst max-delay path, stage by stage (launching register included) <==
cell and delay [ns]:
dfrtp_2 0.42, buf_6 0.13, buf_6 0.11, ha_4 0.15
buf_6 0.10
==> cell families after synthesis <==
kind of cell / count (synthesis) / synth area share (%)
other: 2 / 2.291
flip-flops: 2 / 15.27
buffers and inverters: 29 / 59.54
adder cells (fa/ha/maj): 6 / 22.90
==> where the power goes <==
part / internal (W) / switching (W)
clock network: 0.000132 / 0.0000366
logic: 0.00000365 / 0.00000473
registers: 0.0000816 / 0
total: 0.000217 / 0.0000413
==> per-layer routing <==
metal  track usage, %  wire, µm
met1            2.649       340
met2            4.013       428
met3            1.364       134
met4           0.5282         0
met5                0         0
==> stage by stage <==
step | power, W | util, % | hold WS [ns]
6_report | 0.0002581 | 19.34 | 0.1422
5_1_grt | 0.0002788 | 19.34 | 0.1427
4_1_cts | 0.0002760 | 18.90 | 0.1304
3_5_place_dp | 0.00009282 | 13.92 | 0.3671
3_3_place_gp | 0.00009415 | 13.92 | 0.3665
2_1_floorplan | 0.0001228 | - | -0.05882
==> cells in the final DEF, fill, tap and decap left out <==
cell	n
conb_1	14
inv_2	4
buf_6	21
dfrtp_1	1
dfrtp_2	1
inv_1	2
clkdlybuf4s50_1	1
clkbuf_4	3
ha_4	6
buf_4	3
buf_2	7
==> final cells by class <==
cell class                 instances  area [µm²]
tap                               46       57.56
timing repair buffer              32       304.0
multi-input combinational         20       202.7
inverter                           6       22.52
sequential                         2       51.30
fill                             363        2755
clock buffer                       3       22.52
==> what timing repair did <==
| item | 4_1_cts | 5_1_grt |
|---|---|---|
| pin swaps | 5 | 3 |
| setup buffers | 12 | 1 |
| resized | 84 | 6 |
| endpoints found under the setup margin | 18 | 19 |
| gates cloned | 0 | 0 |
| endpoints found under the hold margin | 0 | 0 |
==> final timing paths <==
kind	slack (ns)	endpoint	depth (start not counted)
min in group clk0	0.74	pc.PC_out[2]	3
max in group asynchronous	0.73	pc.PC_out[2]	2
min reg2reg	0.74	pc.PC_out[2]	3
min	0.14	pc.PC_out[3]	2
max	-0.33	instruction[15]	4
max reg2reg	0.07	pc.PC_out[3]	3
Power figures rest on the tool's default switching activity, not on a simulated workload.
